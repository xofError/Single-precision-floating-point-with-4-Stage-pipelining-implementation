--- design.v ---
module Stage3_Adder (
  input  wire        clk,
  input  wire        rst,
  input  wire [23:0] A_man_aligned,
  input  wire [23:0] B_man_aligned,
  input  wire        A_sign,
  input  wire        B_sign_eff,    
  output reg  [24:0] sum_man,
  output reg         sum_sign
);
  wire same_sign = (A_sign == B_sign_eff);
  reg  [24:0] temp_result;  
  always @(posedge clk or posedge rst) begin
    if (rst) begin
      sum_man  <= 0;
      sum_sign <= 0;
    end else begin
      if (same_sign) begin
        temp_result <= A_man_aligned + B_man_aligned;
        sum_sign <= A_sign;   
      end else begin
        if (A_man_aligned >= B_man_aligned) begin
          temp_result <= A_man_aligned - B_man_aligned;
          sum_sign <= A_sign;   
        end else begin
          temp_result <= B_man_aligned - A_man_aligned;
          sum_sign <= B_sign_eff;   
        end
      end
      sum_man <= temp_result;
    end
  end
endmodule
module Stage2_Align (
  input  wire        clk,
  input  wire        rst,
  input  wire [23:0] A_man,
  input  wire [23:0] B_man,
  input  wire [7:0]  exp_diff,
  input  wire        A_bigger,
  input  wire [7:0]  A_exp,
  input  wire [7:0]  B_exp,
  output reg  [23:0] A_man_aligned,
  output reg  [23:0] B_man_aligned,
  output reg  [7:0]  exp_out
);
  always @(posedge clk or posedge rst) begin
    if (rst) begin
      {A_man_aligned,B_man_aligned,exp_out} <= 0;
    end else if (A_bigger) begin
      A_man_aligned <= A_man;
      B_man_aligned <= B_man >> exp_diff;
      exp_out       <= A_exp;
    end else begin
      A_man_aligned <= A_man >> exp_diff;
      B_man_aligned <= B_man;
      exp_out       <= B_exp;
    end
  end
endmodule
module Stage1_Compare (
  input  wire         clk,
  input  wire         rst,
  input  wire [31:0]  A,
  input  wire [31:0]  B,
  input  wire         operation,    
  output reg          A_sign,
  output reg          B_sign,
  output reg          B_sign_eff,   
  output reg  [7:0]   A_exp,
  output reg  [7:0]   B_exp,
  output reg  [23:0]  A_man,
  output reg  [23:0]  B_man,
  output reg  [7:0]   exp_diff,
  output reg          A_bigger
);
  always @(posedge clk or posedge rst) begin
    if (rst) begin
      {A_sign,B_sign_eff,A_exp,B_exp,A_man,B_man,exp_diff,A_bigger} <= 0;
    end else begin
      A_sign <= A[31];
      B_sign <= B[31];
      B_sign_eff <= B_sign ^ operation;  
      A_exp  <= A[30:23];
      B_exp  <= B[30:23];
      A_man  <= (A[30:23]==0) ? {1'b0, A[22:0]} : {1'b1, A[22:0]};  
      B_man  <= (B[30:23]==0) ? {1'b0, B[22:0]} : {1'b1, B[22:0]};
      if (A[30:23] >= B[30:23]) begin
        exp_diff  <= A[30:23] - B[30:23];
        A_bigger  <= 1;
      end else begin
        exp_diff  <= B[30:23] - A[30:23];
        A_bigger  <= 0;
      end
    end
  end
endmodule
module Stage1_5_SpecialCase (
  input  wire        clk,
  input  wire        rst,
  input  wire        sign_A,
  input  wire        sign_B_eff,
  input  wire [7:0]  exp_A,
  input  wire [7:0]  exp_B,
  input  wire [23:0] man_A,        
  input  wire [23:0] man_B,
  input  wire [7:0]  exp_diff,
  input  wire        A_is_bigger,
  input  wire        operation,    
  output reg         bypass,         
  output reg  [31:0] bypass_result,  
  output reg         sign_A_out,
  output reg         sign_B_out,
  output reg  [7:0]  exp_A_out,
  output reg  [7:0]  exp_B_out,
  output reg  [23:0] man_A_out,
  output reg  [23:0] man_B_out,
  output reg  [7:0]  exp_diff_out,
  output reg         A_is_bigger_out
);
  wire A_zero = (exp_A == 8'd0    && man_A[22:0] == 0);  
  wire B_zero = (exp_B == 8'd0    && man_B[22:0] == 0); 
  wire A_inf  = (exp_A == 8'hFF   && man_A[22:0] == 0);  
  wire B_inf  = (exp_B == 8'hFF   && man_B[22:0] == 0);
  wire A_nan  = (exp_A == 8'hFF   && man_A[22:0] != 0);  
  wire B_nan  = (exp_B == 8'hFF   && man_B[22:0] != 0);
  always @(posedge clk or posedge rst) begin
    if (rst) begin
      bypass         <= 1'b0;
      bypass_result  <= 32'd0;
      {sign_A_out, sign_B_out, exp_A_out, exp_B_out, man_A_out, man_B_out, exp_diff_out, A_is_bigger_out}
                     <= 0;
    end else begin
      bypass            <= 1'b0;
      sign_A_out        <= sign_A;
      sign_B_out        <= sign_B_eff;
      exp_A_out         <= exp_A;
      exp_B_out         <= exp_B;
      man_A_out         <= man_A;
      man_B_out         <= man_B;
      exp_diff_out      <= exp_diff;
      A_is_bigger_out   <= A_is_bigger;
      if (A_nan || B_nan) begin
        bypass        <= 1'b1;
        bypass_result <= A_nan ? {sign_A, 8'hFF, man_A[22:0]} 
                               : {sign_B_eff, 8'hFF, man_B[22:0]};
      end
      else if (A_inf || B_inf) begin
        bypass       <= 1'b1;
        if (A_inf && B_inf) begin
          if (operation && (sign_A ^ sign_B_eff)) begin  
            bypass_result <= 32'h7FC00000;  
          end else begin
            bypass_result <= { sign_A, 8'hFF, 23'd0 };
          end
        end else if (A_inf) begin
          bypass_result <= { sign_A, 8'hFF, 23'd0 };
        end else begin
          bypass_result <= { sign_B_eff, 8'hFF, 23'd0 };
        end
      end
      else if (A_zero || B_zero) begin
        bypass       <= 1'b1;
        if (A_zero && B_zero) begin
          bypass_result <= {(operation ? {sign_A ^ 1'b1} : {sign_A}) , 8'd0, 23'd0 };
        end
        else if (A_zero) begin
          bypass_result <= { sign_B_eff, exp_B, man_B[22:0] };
        end else begin
          bypass_result <= { sign_A, exp_A, man_A[22:0] };
        end
      end
    end
  end
endmodule
module Stage4_Normalize (
  input  wire        clk,
  input  wire        rst,
  input  wire [24:0] sum_man,  
  input  wire [7:0]  exp_in,  
  input  wire        sum_sign,
  output reg  [31:0] result
);
  reg [7:0]  exp_adj;  
  reg [23:0] norm_man; 
  reg [4:0]  shift;  
  function integer leading_zeros;
    input [23:0] val;
    integer i;
    begin
      leading_zeros = 0;
      for (i = 23; i >= 0; i = i - 1) begin
        if (val[i] == 1'b1) begin
          leading_zeros = 23 - i;
          i = -1;  
        end
      end
    end
  endfunction
  always @(posedge clk or posedge rst) begin
    if (rst) begin
      result <= 0;
    end else begin
      if (sum_man[24]) begin
        exp_adj   = exp_in + 1;
        norm_man  = sum_man[24:1];  
      end else begin
        shift     = leading_zeros(sum_man[23:0]);
        exp_adj   = exp_in - shift;
        norm_man  = sum_man[23:0] << shift;
      end
      result <= { sum_sign, exp_adj, norm_man[22:0] };
    end
  end
endmodule
module PipelinedFAdd (
  input  wire        clk,
  input  wire        rst,
  input  wire [31:0] A,
  input  wire [31:0] B,
  input  wire        operation,
  output wire [31:0] result
);
  wire        A_sign1, B_sign1_eff, A_bigger1;
  wire [7:0]  A_exp1, B_exp1, diff1;
  wire [23:0] A_man1, B_man1;
  Stage1_Compare U1 (
    .clk(clk),
    .rst(rst),
    .A(A),
    .B(B),
    .operation(operation),
    .A_sign(A_sign1),
    .B_sign_eff(B_sign1_eff),
    .A_exp(A_exp1),
    .B_exp(B_exp1),
    .A_man(A_man1),
    .B_man(B_man1),
    .exp_diff(diff1),
    .A_bigger(A_bigger1)
  );
  wire        bypass_1_5;
  wire [31:0] bypass_res;
  wire        sA2, sB2, A_big2;
  wire [7:0]  eA2, eB2, diff2;
  wire [23:0] mA2, mB2;
  Stage1_5_SpecialCase U1_5 (
    .clk(clk),
    .rst(rst),
    .sign_A(A_sign1),
    .sign_B_eff(B_sign1_eff),
    .exp_A(A_exp1),
    .exp_B(B_exp1),
    .man_A(A_man1),
    .man_B(B_man1),
    .exp_diff(diff1),
    .A_is_bigger(A_bigger1),
    .operation(operation),
    .bypass(bypass_1_5),
    .bypass_result(bypass_res),
    .sign_A_out(sA2),
    .sign_B_out(sB2),
    .exp_A_out(eA2),
    .exp_B_out(eB2),
    .man_A_out(mA2),
    .man_B_out(mB2),
    .exp_diff_out(diff2),
    .A_is_bigger_out(A_big2)
  );
  wire [23:0] A_man2, B_man2;
  wire [7:0]  exp2;
  Stage2_Align U2 (
    .clk(clk),
    .rst(rst),
    .A_man(mA2),
    .B_man(mB2),
    .exp_diff(diff2),
    .A_bigger(A_big2),
    .A_exp(eA2),
    .B_exp(eB2),
    .A_man_aligned(A_man2),
    .B_man_aligned(B_man2),
    .exp_out(exp2)
  );
  wire [24:0] sum3;
  wire        sum_sign3;
  Stage3_Adder U3 (
    .clk(clk),
    .rst(rst),
    .A_man_aligned(A_man2),
    .B_man_aligned(B_man2),
    .A_sign(sA2),
    .B_sign_eff(sB2),
    .sum_man(sum3),
    .sum_sign(sum_sign3)
  );
  wire [31:0] result_stage4;
  Stage4_Normalize U4 (
    .clk(clk),
    .rst(rst),
    .sum_man(sum3),
    .exp_in(exp2),
    .sum_sign(sum_sign3),
    .result(result_stage4)
  );
  assign result = bypass_1_5 ? bypass_res : result_stage4;
endmodule
--- run.sh ---
#!/bin/bash
# OpenROAD 26Q1-2900-gdf79404cd8, Yosys 0.63+post, stock flow scripts
make -C /OpenROAD-flow-scripts/flow DESIGN_CONFIG=/design/flow/config.mk WORK_HOME=/design/flow/orfs finish
--- config.mk ---
export PLATFORM = sky130hd
export DESIGN_NAME = PipelinedFAdd
export DESIGN_NICKNAME = PipelinedFAdd
export VERILOG_FILES = /design/flow/design.v
export SDC_FILE = /design/flow/constraint.sdc
export NUM_CORES = 4
export LEC_CHECK = 1
export CORE_UTILIZATION = 30
--- constraint.sdc ---
current_design PipelinedFAdd

set clk_period 18.0
set clk_io_pct 0.2

create_clock -name clk0 -period $clk_period [get_ports {clk}]

set non_clock_inputs [all_inputs -no_clocks]
set_input_delay [expr $clk_period * $clk_io_pct] -clock clk0 $non_clock_inputs
set_output_delay [expr $clk_period * $clk_io_pct] -clock clk0 [all_outputs]
==> summary.txt <==
fresh numbers from the pnr run: final WL between 40,000 and 50,000 um, Area leader share between 40 and 50%, die height around 240 um, CP Class input port to flop, Synth-to-Final Area Change 16.7%, vias approximately 12,000, Core Box Area roughly 55,000 sq um, # Cells Yosys 1,583, clock latency at the later pin of the worst-skew pair around 0.54 ns, Synth Instances ~1,600, CP max-delay cell clkdlybuf4s50_1, PwrDens roughly 120 nW/um^2, RSZ-0062 raised after global routing false, number of enable flip-flop cells 26, # diodes 0, CTS buffer count 35, Synth Flop Type dfrtp_1, Setup Buffers After CTS 0, startpoint types input port, initial antenna violation count 0, Hold Crit Class flop to flop, TNS Setup 0 ns, chip width ~240 um, Synth flops between 300 and 400, first-pass GRT wire length 72,400 um, status finished clean, Final Hold Vio Count 0, max incr delay on CP around 0.52 ns, skew final 0.0188 ns, number of max-cap violations 0, DR pass1 iterations 5, critical path's most frequent cell o21ai_1, Required @ worst endpoint 18.42 ns, Final Setup Violations 0, Syn Area/Cell 10.7 sq um, CP endpoint kind flop, die area 57,200 sq um, layout cells sized above 1 roughly 12%, Slew @ Worst Pin around 0.86 ns, Worst Path Arrival approximately 6.7 ns, area leader, netlist dfrtp_1, CTS resizes 0, Site Rows ~86, Seq share, synth between 40 and 50%, grt ovf 0, H-Tree Depth 2, Post-Syn Area 16,900 sq um, max-slew violations 0, clock buffer depth 3, crit-path max FO 6, CTS tree built, max frequency 0.159 GHz, Async SR Flop Fraction between 90% and 100%, initial core utilization about 31%, Placer Congestion about 1, drt wl/cell slightly below 20 um, Residual DRC 0, Post-synth top cells 297 x dfrtp_1, 136 x nor2_1, 119 x inv_1, 106 x nand2_1, 102 x a21oi_1, post-synthesis cell type count 83, CTS Root Cell clkbuf_16, warnings from Yosys 5, cycle use final between 30% and 40%, detailed-route vias per instance about 5.0, Worst-path clk slew about 0.060 ns, # hold bufs at CTS 0, top-level port count between 90 and 100, worst vdd ir 0.0000683 V, CP Cell Sequence clkdlybuf4s50_1 > inv_1 > ha_1 > fa_1 > o21ai_1 > o21ai_1 > o21a_1 > inv_2 > mux2i_1 > nand2b_1 > and4b_1 > a2111oi_0 > o2bb2ai_1, IO Port Bufs approximately 100, Worst slew margin between 40 and 50%, number of global-route vias before repair between 10,000 and 15,000, Iteration-0 DRC Markers between 900 and 1,000, pin count of the biggest net entering global routing about 76, min Tclk post-route 6.30 ns, Reg2Reg Setup Slack ~14 ns, Total GRT Usage 17.2%, clk sink count 323, Synth area leaders dfrtp_1 44%, ha_1 7.0%, mux2_2 4.9%, Post-DP HPWL 36,400 um, most numerous cell in the Yosys netlist dfrtp_1, yosys stat chip area 16,900 sq um, Total Power between 2 and 2.5 mW, Tool Warnings ~80, DRT antenna net count 0, leakage power between 8 and 9 nW, hold slack 0.346 ns
[cell families (layout without fill, tap and decap cells)]
kind of cell	Yosys count	after routing	synth area share [%]
xor+xnor	41	41	2.13
fa+ha+maj	101	101	7.76
mux	135	135	10.3
compound gates	376	376	14.8
buf+inv	202	300	5.00
simple gates	405	405	11.3
flops	323	323	48.7
[layer usage]
layer  track usage [%]  up-vias  routed length, um  part of all wire [%]
met5                 0        -                  0                     0
met4              4.53        0               1440                   3.1
met3              3.30       69               2890                   6.2
met2              26.8      427              21900                    47
met1              25.2     5889              20400                    44
li1                  -     5772                  -                     -
[cells in the final DEF (no fill, tap or decap), types with 5 or more instances in the layout]
master           count
nand2_1            106
buf_4               21
a221oi_1            29
inv_1              118
o21ai_1              7
clkbuf_1             7
fa_1                 6
edfxtp_1            26
o31ai_1             14
a21o_1              19
clkbuf_16           35
mux2_2              73
ha_1                95
mux4_2              23
clkdlybuf4s50_1     98
nor2b_1             12
a21oi_1            102
nand2b_1            11
clkinv_2             5
o22ai_1              8
o21ai_0             72
dfrtp_1            296
nand4_1             14
a31oi_1             15
a211oi_1             6
nor3_1              23
nor4_1              28
o211ai_1            17
o21a_1              11
nor2_1             136
nand3_1             20
o21bai_1            12
mux2i_1             37
a2111oi_0            5
and3_1               5
xnor2_1             30
a22o_1               8
and2_1              28
xor2_1               9
[final cells by class]
| type | count | area, sq um |
|---|---|---|
| Clock buffer | 44 | 930 |
| Clock inverter | 15 | 174 |
| Fill cell | 5440 | 35600 |
| Inverter | 122 | 465 |
| Multi-Input combinational cell | 1058 | 7840 |
| Sequential cell | 323 | 8220 |
| Tap cell | 748 | 936 |
| Timing Repair Buffer | 119 | 1140 |
[worst max-delay path, delay by kind of cell]
family | cells | cell delay (ns)
multiplexers | 1 | 0.23
buffers and inverters | 3 | 0.70
AND-OR/OR-AND | 5 | 1.22
AND/OR/NAND/NOR | 2 | 0.32
adder cells (fa/ha/maj) | 2 | 0.65
[power by group]
group / internal, mW / switching [mW] / leakage [nW] / total [mW]
sequential: 0.877 / 0.123 / 3.82 / 1.00
clock: 0.411 / 0.283 / 0.538 / 0.694
combinational: 0.339 / 0.428 / 4.07 / 0.766
total: 1.63 / 0.834 / 8.43 / 2.46
[registers in the layout, summed over array words and instances, names as in the netlist, 24 cells and up]
name	cells
U2.A_man_aligned	24
U4.result	32
U1_5.bypass_result	32
U1_5.man_B_out	24
U1.B_man	24
U3.sum_man	25
U1.A_man	24
U3.temp_result	25
U2.B_man_aligned	24
U1_5.man_A_out	24
[path summary, 6_finish.rpt]
| kind | start | end | cells past startpoint |
|---|---|---|---|
| max in group asynchronous | rst | U1_5.A_is_bigger_out | 5 |
| setup reg to reg | U1.B_man[0] | U1_5.bypass_result[8] | 8 |
| min in group asynchronous | rst | U2.A_man_aligned[11] | 2 |
| hold reg to reg | U3.temp_result[13] | U3.sum_man[13] | 0 |
| setup / recovery | A[23] | U1.exp_diff[7] | 13 |
| hold / removal | U3.temp_result[13] | U3.sum_man[13] | 0 |
[stage by stage]
stage          cells  cell area (sq um)  util, %  setup slack (ns)
2_1_floorplan   1583              16900        -              5.50
3_3_place_gp    2370              18600     33.6             11.13
3_5_place_dp    2370              18600     33.6             11.13
4_1_cts         2429              19700     35.6             11.70
5_1_grt         2429              19700     35.6             11.41
6_report        2429              19700     35.6             11.70
Power and IR drop assume default switching activity.
